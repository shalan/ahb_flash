===== flow/run.sh =====
#!/bin/bash
# OpenROAD 26Q1-2900-gdf79404cd8, Yosys 0.63+post, stock flow scripts
make -C /OpenROAD-flow-scripts/flow DESIGN_CONFIG=/design/flow/config.mk WORK_HOME=/design/flow/orfs finish

===== flow/config.mk =====
export PLATFORM = sky130hd
export DESIGN_NAME = AHB_UART_MASTER
export DESIGN_NICKNAME = AHB_UART_MASTER
export VERILOG_FILES = /design/flow/design.v
export SDC_FILE = /design/flow/constraint.sdc
export NUM_CORES = 4
export LEC_CHECK = 1
export CORE_UTILIZATION = 30

===== flow/constraint.sdc =====
current_design AHB_UART_MASTER

set clk_period 3.5
set clk_io_pct 0.2

create_clock -name clk0 -period $clk_period [get_ports {HCLK}]

set non_clock_inputs [all_inputs -no_clocks]
set_input_delay [expr $clk_period * $clk_io_pct] -clock clk0 $non_clock_inputs
set_output_delay [expr $clk_period * $clk_io_pct] -clock clk0 [all_outputs]

===== flow/design.v =====
`timescale              1ns/1ps
`default_nettype        none
module AHB_UART_MASTER #(parameter [15:0] PRESCALE=51) 
(
    input wire          HCLK,
    input wire          HRESETn,
    output wire [31:0]  HADDR,
    output wire [1:0]   HTRANS,
    output wire [2:0] 	HSIZE,
    output wire         HWRITE,
    output wire [31:0]  HWDATA,
    input wire          HREADY,
    input wire [31:0]   HRDATA, 
    input wire          RX,
    output wire         TX
);
    localparam 
        ST_IDLE   = 4'd15, 
        ST_RD     = 4'd1,
        ST_WR     = 4'd2, 
        ST_ADDR1  = 4'd3,
        ST_ADDR2  = 4'd4, 
        ST_ADDR3  = 4'd5,
        ST_ADDR4  = 4'd6,
        ST_WDATA1 = 4'd7,
        ST_WDATA2 = 4'd8,
        ST_WDATA3 = 4'd9,
        ST_WDATA4 = 4'd10,
        ST_RWAIT  = 4'd11,
        ST_RDATA1 = 4'd12,
        ST_RDATA2 = 4'd13,
        ST_RDATA3 = 4'd14,
        ST_RDATA4 = 4'd0;
    wire        b_tick;
    wire        rx_done;
    wire        tx_done;
    wire [7:0]  tx_data;
    wire [7:0]  rx_data;
    reg         tx_start;
    wire        cmd_rd = (rx_data == 8'hA5);
    wire        cmd_wr = (rx_data == 8'hA3);
    wire        done;
    wire        busy;
    reg  [31:0] addr;
    reg  [31:0] wdata;
    wire [31:0] rdata;
    reg  [3:0]  state, 
                nstate;
    reg         rd, wr;
    reg [31:0]  rdata_reg;
    always @(posedge HCLK or negedge HRESETn)
        if(!HRESETn)
            state <= ST_IDLE;
        else
            state <= nstate; 
    always @*
        case (state)
            ST_IDLE:    if(rx_done & (cmd_rd | cmd_wr))
                            nstate = ST_ADDR1;
                        else
                            nstate = ST_IDLE;
            ST_ADDR1:   if(rx_done)
                            nstate = ST_ADDR2;
                        else
                            nstate = ST_ADDR1;
            ST_ADDR2:   if(rx_done)
                            nstate = ST_ADDR3;
                        else
                            nstate = ST_ADDR2;
            ST_ADDR3:   if(rx_done)
                            nstate = ST_ADDR4;
                        else
                            nstate = ST_ADDR3;
            ST_ADDR4:   case ({rx_done,wr,rd})
                            3'b110 : nstate = ST_WDATA1;
                            3'b101 : nstate = ST_RWAIT;
                            default: nstate = ST_ADDR4;
                        endcase
            ST_WDATA1:   if(rx_done)
                            nstate = ST_WDATA2;
                        else
                            nstate = ST_WDATA1;
            ST_WDATA2:   if(rx_done)
                            nstate = ST_WDATA3;
                        else
                            nstate = ST_WDATA2;
            ST_WDATA3:   if(rx_done)
                            nstate = ST_WDATA4;
                        else
                            nstate = ST_WDATA3;
            ST_WDATA4:   if(rx_done)
                            nstate = ST_IDLE;
                        else
                            nstate = ST_WDATA4;
            ST_RWAIT:   if(done) 
                            nstate = ST_RDATA1; 
                        else 
                            nstate = ST_RWAIT;
            ST_RDATA1:   if(tx_done)
                            nstate = ST_RDATA2;
                        else
                            nstate = ST_RDATA1;
            ST_RDATA2:   if(tx_done)
                            nstate = ST_RDATA3;
                        else
                            nstate = ST_RDATA2;
            ST_RDATA3:   if(tx_done)
                            nstate = ST_RDATA4;
                        else
                            nstate = ST_RDATA3;
            ST_RDATA4:   if(tx_done)
                            nstate = ST_IDLE;
                        else
                            nstate = ST_RDATA4;
        endcase
        always @(posedge HCLK or negedge HRESETn)
        if(!HRESETn) begin
            rd <= 1'b0;
            wr <= 1'b0;
        end else 
            if(rx_done & (state == ST_IDLE)) begin
                rd <= cmd_rd;
                wr <= cmd_wr;
            end
        always @(posedge HCLK)
            if((ST_ADDR1==state) & rx_done)
                addr[7:0] <= rx_data;
        always @(posedge HCLK)
            if((ST_ADDR2==state) & rx_done)
                addr[15:8] <= rx_data;
        always @(posedge HCLK)
            if((ST_ADDR3==state) & rx_done)
                addr[23:16] <= rx_data;
        always @(posedge HCLK)
            if((ST_ADDR4==state) & rx_done)
                addr[31:24] <= rx_data;
        always @(posedge HCLK)
            if((ST_WDATA1==state) & rx_done & wr)
                wdata[7:0] <= rx_data;
        always @(posedge HCLK)
            if((ST_WDATA2==state) & rx_done  & wr)
                wdata[15:8] <= rx_data;
        always @(posedge HCLK)
            if((ST_WDATA3==state) & rx_done  & wr)
                wdata[23:16] <= rx_data;
        always @(posedge HCLK)
            if((ST_WDATA4==state) & rx_done  & wr)
                wdata[31:24] <= rx_data;
    BAUDGEN uBAUDGEN(
        .clk(HCLK),
        .rst_n(HRESETn),
        .prescale(PRESCALE),
        .en(1'b1),
        .baudtick(b_tick)
    );
    UART_RX uUART_RX(
        .clk(HCLK),
        .resetn(HRESETn),
        .b_tick(b_tick),
        .rx(RX),
        .rx_done(rx_done),
        .dout(rx_data)
    );
    UART_TX uUART_TX(
        .clk(HCLK),
        .resetn(HRESETn),
        .tx_start(tx_start),  
        .b_tick(b_tick),
        .d_in(tx_data),
        .tx_done(tx_done),
        .tx(TX)
    );
    AHB_MASTER M (
        .HCLK(HCLK),
        .HRESETn(HRESETn),
        .HADDR(HADDR),
        .HTRANS(HTRANS),
        .HWRITE(HWRITE),
        .HSIZE(HSIZE),
        .HREADY(HREADY),
        .HRDATA(HRDATA),
        .HWDATA(HWDATA),
        .wr(wr & rx_done & (state == ST_WDATA4)),
        .rd(rd & rx_done & (state == ST_ADDR4)),
        .done(done),
        .busy(),
        .addr(addr),
        .wdata(wdata),
        .rdata(rdata)
);
    assign tx_data =    (state == ST_RDATA1) ? rdata_reg[7:0] :
                        (state == ST_RDATA2) ? rdata_reg[15:8] :
                        (state == ST_RDATA3) ? rdata_reg[23:16] : rdata_reg[31:24];
    always @(posedge HCLK)
        if(rd & done)
            rdata_reg <= rdata;
    always @(posedge HCLK)
        if(done & (state == ST_RWAIT))
            tx_start <= 'b1;
        else if(tx_done & (state == ST_RDATA1))
            tx_start <= 'b1;
        else if(tx_done & (state == ST_RDATA2))
            tx_start <= 'b1;
        else if(tx_done & (state == ST_RDATA3))
            tx_start <= 'b1;
        else
            tx_start <= 'b0;
endmodule
module AHB_MASTER
(
    input wire          HCLK,
    input wire          HRESETn,
    output wire [31:0]  HADDR,
    output wire [1:0]   HTRANS,
    output wire [2:0] 	HSIZE,
    output wire         HWRITE,
    output wire [31:0]  HWDATA,
    input wire          HREADY,
    input wire [31:0]   HRDATA, 
    input wire          wr,
    input wire          rd,
    output wire         done,
    output wire         busy,
    input wire [31:0]   addr,
    input wire [31:0]   wdata,
    output wire [31:0]  rdata
);
    localparam 
        ST_IDLE = 3'd0, 
        ST_RWAIT = 3'd1,
        ST_WWAIT = 3'd2,
        ST_RADDR = 3'd3, 
        ST_RDATA = 3'd4,
        ST_WADDR = 3'd5, 
        ST_WDATA = 3'd6;
    reg [2:0] state, nstate;
    always @(posedge HCLK or negedge HRESETn)
        if(!HRESETn)
            state <= ST_IDLE;
        else
            state <= nstate; 
    always @*
        case (state)
            ST_IDLE:    begin    
                            nstate = ST_IDLE;
                            if(HREADY & rd) nstate = ST_RADDR;
                            else if(HREADY & wr) nstate = ST_WADDR;
                            else if(~HREADY & rd) nstate = ST_RWAIT;
                            else if(~HREADY & wr) nstate = ST_WWAIT;
                        end    
            ST_RWAIT:   if(HREADY)
                            nstate = ST_RADDR;
                        else 
                            nstate = ST_RWAIT;
            ST_WWAIT:   if(HREADY)
                            nstate = ST_WADDR;
                        else 
                            nstate = ST_WWAIT;
            ST_RADDR:   if(HREADY)
                            nstate = ST_RDATA;
                        else 
                            nstate = ST_RADDR;
            ST_RDATA:   nstate = ST_IDLE;
            ST_WADDR:   if(HREADY)
                            nstate = ST_WDATA;
                        else 
                            nstate = ST_WADDR;
            ST_WDATA:   nstate = ST_IDLE;
            default:    nstate = ST_IDLE;
        endcase
    assign done = (state == ST_RDATA) || (state == ST_WDATA);
    assign busy = (state != ST_IDLE);
    assign HADDR    = addr;
    assign HWRITE   = (state == ST_WADDR);
    assign HWDATA   = wdata;
    assign HTRANS   = ((state == ST_WADDR) || (state == ST_RADDR)) ? 2'b10 : 2'b00; 
    assign HSIZE    = 3'b010;
    assign rdata = HRDATA;
endmodule
module BAUDGEN
(
  input wire clk,
  input wire rst_n,
  input wire [15:0] prescale, 
  input wire en,
  output wire baudtick
);
reg [15:0] count_reg;
wire [15:0] count_next;
always @ (posedge clk, negedge rst_n)
  begin
    if(!rst_n)
      count_reg <= 0;
    else if(en)
      count_reg <= count_next;
end
assign count_next = ((count_reg == prescale) ? 0 : count_reg + 1'b1);
assign baudtick = ((count_reg == prescale) ? 1'b1 : 1'b0);
endmodule
module UART_RX(
  input wire clk,
  input wire resetn,
  input wire b_tick,         
  input wire rx,             
  output reg rx_done,        
  output wire [7:0] dout     
);
  localparam [1:0] idle_st = 2'b00;
  localparam [1:0] start_st = 2'b01;
  localparam [1:0] data_st = 2'b11;
  localparam [1:0] stop_st = 2'b10;
  reg [1:0] current_state;
  reg [1:0] next_state;
  reg [3:0] b_reg;  
  reg [3:0] b_next;
  reg [2:0] count_reg;  
  reg [2:0] count_next;
  reg [7:0] data_reg;  
  reg [7:0] data_next;
  always @ (posedge clk, negedge resetn)
  begin
    if(!resetn)
      begin
        current_state <= idle_st;
        b_reg <= 0;
        count_reg <= 0;
        data_reg <=0;
      end
    else
      begin
        current_state <= next_state;
        b_reg <= b_next;
        count_reg <= count_next;
        data_reg <= data_next;
      end
  end
  always @*
  begin
    next_state = current_state;
    b_next = b_reg;
    count_next = count_reg;
    data_next = data_reg;
    rx_done = 1'b0;
    case(current_state)
      idle_st:
        if(~rx)
          begin
            next_state = start_st;
            b_next = 0;
          end
      start_st:
        if(b_tick)
          if(b_reg == 7)
            begin
              next_state = data_st;
              b_next = 0;
              count_next = 0;
            end
          else
            b_next = b_reg + 1'b1;
      data_st:
        if(b_tick)
          if(b_reg == 15)
            begin
              b_next = 0;
              data_next = {rx, data_reg [7:1]};
              if(count_next ==7)  
                next_state = stop_st;
              else
                count_next = count_reg + 1'b1;
            end
          else
            b_next = b_reg + 1;
      stop_st:
        if(b_tick)
          if(b_reg == 15)  
            begin
              next_state = idle_st;
              rx_done = 1'b1;
            end
          else
           b_next = b_reg + 1;
    endcase
  end
  assign dout = data_reg;
endmodule
module UART_TX(
  input wire clk,
  input wire resetn,
  input wire tx_start,        
  input wire b_tick,           
  input wire [7:0] d_in,       
  output reg tx_done,          
  output wire tx               
  );
    localparam [1:0] idle_st = 2'b00;
    localparam [1:0] start_st = 2'b01;
    localparam [1:0] data_st = 2'b11;
    localparam [1:0] stop_st = 2'b10;
    reg [1:0] current_state;
    reg [1:0] next_state;
    reg [3:0] b_reg;           
    reg [3:0] b_next;
    reg [2:0] count_reg;       
    reg [2:0] count_next;
    reg [7:0] data_reg;        
    reg [7:0] data_next;
    reg tx_reg;                
    reg tx_next;
  always @(posedge clk, negedge resetn)
  begin
    if(!resetn)
      begin
        current_state <= idle_st;
        b_reg <= 0;
        count_reg <= 0;
        data_reg <= 0;
        tx_reg <= 1'b1;
      end
    else
      begin
        current_state <= next_state;
        b_reg <= b_next;
        count_reg <= count_next;
        data_reg <= data_next;
        tx_reg <= tx_next;
      end
  end
  always @*
  begin
    next_state = current_state;
    tx_done = 1'b0;
    b_next = b_reg;
    count_next = count_reg;
    data_next = data_reg;
    tx_next = tx_reg;
    case(current_state)
      idle_st:
      begin
        tx_next = 1'b1;
        if(tx_start)
        begin
          next_state = start_st;
          b_next = 0;
          data_next = d_in;
        end
      end
      start_st:  
      begin
        tx_next = 1'b0;
        if(b_tick)
          if(b_reg==15)
            begin
              next_state = data_st;
              b_next = 0;
              count_next = 0;
            end
          else
            b_next = b_reg + 1;
      end
      data_st:  
      begin
        tx_next = data_reg[0];
        if(b_tick)
          if(b_reg == 15)
            begin
              b_next = 0;
              data_next = data_reg >> 1;
              if(count_reg == 7)     
                next_state = stop_st;
              else
                count_next = count_reg + 1;
            end
          else
            b_next = b_reg + 1;
      end
      stop_st:  
      begin
        tx_next = 1'b1;
        if(b_tick)
          if(b_reg == 15)    
            begin
              next_state = idle_st;
              tx_done = 1'b1;
            end
          else
            b_next = b_reg + 1;
      end
    endcase
  end
  assign tx = tx_reg;
endmodule

==> results.json <==
{
  "synth.top_cells.by_count": "edfxtp_1 (96), dfrtp_1 (60), nand2_1 (46), nor2_1 (37), clkbuf_1 (21)",
  "gp_congestion": 0.877,
  "dp_slack_ns": 0.937,
  "peakVddDrop_mv": 0.321,
  "fin_crit_ns": 2.62,
  "ant_nets": 0,
  "ys_sh_mux_pct": 4.83,
  "ys_area_sq_um": 6990,
  "viasPerCell": 4.90,
  "untimed_endpoints": 8,
  "topCellsByArea": "edfxtp_1 (41%), dfrtp_1 (21%), dfstp_2 (3.0%)",
  "syn_avg_cell_area_sq_um": 13.2,
  "worstSkewPairLatency_ns": 0.42,
  "die_h_um": 155,
  "tool_warnings": 25,
  "num_vias": 4557,
  "slew_viol_final": 0,
  "grt_max_degree": 43,
  "die_w_um": 155,
  "regArea_sq_um": 4670,
  "ys_cells": 530,
  "top_cell_area_share_pct": 41.2,
  "cts_setup_buffers": 0,
  "cts_tree": "yes",
  "worstPathRequired_ns": 3.55,
  "h-tree-depth": 4,
  "diodes": 0,
  "track_usage_pct": 12.6,
  "hold_violations": 0,
  "synth-simple-area-share_pct": 13.7,
  "core_area_sq_um": 22700,
  "power_density_nw_per_um2": 492,
  "relSlewSlack_pct": 43.2,
  "endpoint_kind": "register",
  "unclocked_pins": 4,
  "cts_resized": 0,
  "synth_async_sr_flop_share_pct": 40.2,
  "ys_sh_adder_pct": 1.25,
  "dp_hpwl_mm": 9.68,
  "drv_cap": 0,
  "fmax_mhz": 381,
  "num_rows": 55,
  "r2r-start": "uUART_RX.b_reg[0]$_DFFE_PN0P_",
  "setup_slack_ns": 0.877,
  "drive_above_1_share_pct": 10.4,
  "power_leakage_nw": 3.28,
  "synth_flops": 169,
  "syn2layout_area_growth_pct": 27.1,
  "root_buffer": "clkbuf_16",
  "dieArea_sq_um": 23900,
  "drt_iter0_drc": 344,
  "postCtsHoldBufs": 0,
  "startpoint_type": "register",
  "area.combinational_sq_um": 2170,
  "cts.clk_slew.worst_paths_ns": 0.07,
  "synthAoiAreaFrac_pct": 8.83,
  "rsz0062_at_grt": "false",
  "io_pins": 107,
  "syn-cell-area_sq_um": 6990,
  "cp_max_fo": 10,
  "cts_inserted_buffers": 17,
  "post-synth-top-area-cell": "edfxtp_1",
  "status": "finished, final reports clean",
  "ff_type": "edfxtp_1",
  "r2r_cells": 5,
  "synth-xor-area-share_pct": 2.13,
  "syn_inst": 530,
  "synth_dominant_cell_count": "edfxtp_1",
  "drt_pre_antenna_iters": 5,
  "overflow": 0,
  "worst_pin_slew_ns": 0.849,
  "cp.arrival_ns": 2.67,
  "wl_per_cell_um": 15.1,
  "ys_warn_count": 5,
  "drc": 0,
  "fp_util_pct": 30.8,
  "finalSetupTns_ns": 0,
  "r2r_end": "wdata[18]$_DFFE_PP_",
  "rrSetupSlack_ns": 0.88,
  "grt_pass1_vias": 4540,
  "setup_viol": 0,
  "numPortBuffers": 102,
  "edf_count": 96,
  "antenna_found_initial": 0,
  "clock_path_buffers": 2,
  "fin_skew_ns": 0.00863,
  "top_logic_kind": "simple AND/OR/NAND/NOR gates",
  "period_used_pct": 74.9,
  "power_mw": 4.37,
  "critPathKind": "register to register",
  "fillers": 2081,
  "synthDistinctLibCells": 66,
  "grt_pass1_wl_mm": 23.2,
  "routed_wl_mm": 14.0,
  "holdCritPathClass": "input pin to asynchronous set/reset pin"
}
-- logic make-up (layout without fill, tap and decap cells) --
logic type	count (synthesis)	in the layout
latches	4	4
and+or+nand+nor	182	182
buffers and inverters	35	148
muxes	28	28
AOI/OAI and AO/OA	90	90
other	2	4
xor gates and xnor gates	17	17
DFF	165	165
adders and majority gates	7	7
-- routing by layer --
layer,vias up,track usage [%],share of wire [%]
met3,8,3.85,5.8
met4,0,1.18,0.91
met5,-,0,0
met2,140,19.0,47
li1,2175,-,-
met1,2234,19.5,47
-- cell usage in the layout (no fill, tap or decap), drive strengths merged, types with 5 or more instances in the layout --
master / n
clkdlybuf4s50: 101
edfxtp: 96
dfrtp: 60
nand2: 46
nor2: 37
o21ai: 25
mux2: 25
clkbuf: 19
nand3: 17
a21oi: 14
inv: 13
xnor2: 12
nor3: 12
a221oi: 11
buf: 9
dfstp: 8
and3: 8
nand2b: 7
and2: 7
nand4b: 7
ha: 7
nor4: 7
nand4: 6
nor2b: 6
or2: 6
xor2: 5
a22o: 5
-- worst max-delay path by stage --
stage / to / cells past startpoint / slack, ns / startpoint
CTS: wdata[17]$_DFFE_PP_ / 6 / 0.90 / uBAUDGEN.count_reg[12]$_DFF_PN0_
global route: wdata[18]$_DFFE_PP_ / 7 / 0.70 / uBAUDGEN.count_reg[0]$_DFF_PN0_
finish: wdata[18]$_DFFE_PP_ / 5 / 0.88 / uUART_RX.b_reg[0]$_DFFE_PN0P_
-- layout make-up --
cell class | count | area share (%)
clock buffers | 19 | 4.99
clock inverters | 13 | 1.54
inverters | 6 | 0.254
multi-input cells | 328 | 24.5
flip-flops and latches | 169 | 52.6
well taps | 285 | 4.02
repair buffers | 110 | 12.1
-- report_power, final --
group	total (mW)	internal (mW)	switching [mW]
clock network	1.81	1.02	0.790
logic	0.169	0.102	0.0672
registers	2.39	2.22	0.170
total	4.37	3.34	1.03
-- stage by stage --
stage / instances / hold slack (ns) / area [sq um] / util (%)
final: 930 / 0.287 / 8880 / 39.1
after detailed placement: 898 / 0.481 / 8300 / 36.6
after CTS: 930 / 0.296 / 8880 / 39.1
after global routing: 930 / 0.321 / 8880 / 39.1
after global placement: 898 / 0.463 / 8300 / 36.6
after floorplan: 532 / 0.404 / 7000 / -
-- critical path: stages, from the launching register on --
cell     delay (ns)
dfrtp_1        0.37
ha_1           0.23
nand4_1        0.44
nor3_1         0.54
nand2_1        0.13
nor2_1         0.53
