--- ./run.sh ---
#!/bin/bash
# OpenROAD 26Q1-2900-gdf79404cd8, Yosys 0.63+post, stock flow scripts
make -C /OpenROAD-flow-scripts/flow DESIGN_CONFIG=/design/flow/config.mk WORK_HOME=/design/flow/orfs finish
--- ./config.mk ---
export PLATFORM = sky130hd
export DESIGN_NAME = AHB_MUX_2M1S
export DESIGN_NICKNAME = AHB_MUX_2M1S
export VERILOG_FILES = /design/flow/design.v
export SDC_FILE = /design/flow/constraint.sdc
export NUM_CORES = 4
export LEC_CHECK = 1
export CORE_AREA = 10 10 199 199
export DIE_AREA = 0 0 209 209
--- ./constraint.sdc ---
current_design AHB_MUX_2M1S

set clk_period 6.9
set clk_io_pct 0.2

create_clock -name clk0 -period $clk_period [get_ports {HCLK}]

set non_clock_inputs [all_inputs -no_clocks]
set_input_delay [expr $clk_period * $clk_io_pct] -clock clk0 $non_clock_inputs
set_output_delay [expr $clk_period * $clk_io_pct] -clock clk0 [all_outputs]
--- ./design.v ---
module AHB_MUX_2M1S #(parameter SZ=64) (
	input wire HCLK,
	input wire HRESETn,
	input  wire [31:0] 	    HADDR_M1,
	input  wire [1:0] 	    HTRANS_M1,
	input  wire       	    HWRITE_M1,
	input  wire [2:0] 	    HSIZE_M1,
	input  wire [SZ-1:0]	HWDATA_M1,
	output wire             HREADY_M1,
	output wire [SZ-1:0]    HRDATA_M1,
	input  wire [31:0] 	    HADDR_M2,
	input  wire [1:0] 	    HTRANS_M2,
	input  wire       	    HWRITE_M2,
	input  wire [2:0] 	    HSIZE_M2,
	input  wire [SZ-1:0]	HWDATA_M2,
	output wire		        HREADY_M2,
	output wire [SZ-1:0]	HRDATA_M2,
	input  wire		        HREADY,
	input  wire [SZ-1:0]	HRDATA,
	output wire [31:0] 	    HADDR,
	output wire [1:0] 	    HTRANS,
	output wire       	    HWRITE,
	output wire [2:0] 	    HSIZE,
	output wire [SZ-1:0]	HWDATA
);
	localparam [4:0] S0 = 1;
	localparam [4:0] S1 = 2;
	localparam [4:0] S2 = 4;
	localparam [4:0] S3 = 8;
	localparam [4:0] S4 = 16;
	reg [4:0] 		state, nstate;
	always @(posedge HCLK or negedge HRESETn)
		if(!HRESETn) state <= S2;
		else state <= nstate;
	always @* begin
		nstate = S0;
		case (state)
		  S0  : if(HTRANS_M1[1]) nstate = S1; else if(HTRANS_M2[1]) nstate = S2; else nstate = S0;
		  S1  : if(!HTRANS_M1[1] & HREADY) nstate = S2; else nstate = S1;
		  S2  : if(HTRANS_M1[1] & HREADY) nstate = S1; else nstate = S2;
		endcase
	end
	assign HREADY_M1 = (state == S0) ? 1'b1 : (state == S1) ? HREADY : ((state == S2) && (HTRANS_M2[1] == 1'b0)) ? HREADY : 1'b0;
	assign HREADY_M2 = (state == S0) ? 1'b1 : (state == S2) ? HREADY : ((state == S1) && (HTRANS_M1[1] == 1'b0)) ? HREADY : 1'b0;
	assign HRDATA_M1 = HRDATA;
	assign HRDATA_M2 = HRDATA;
	reg [1:0] htrans;
	always @*
		case (state)
			S0:     htrans = (HTRANS_M1[1]) ? HTRANS_M1 : 2'b00;
			S1:     htrans = (HTRANS_M1[1]) ? HTRANS_M1 : HTRANS_M2;
			S2:     htrans = (HTRANS_M2[1]) ? HTRANS_M2 : HTRANS_M1;
            default:htrans = 2'b00;
		endcase
	reg [31:0] haddr;
	always @*
		case (state)
			S0:     haddr = (HTRANS_M1[1]) ? HADDR_M1 : 32'b0;
			S1:     haddr = (HTRANS_M1[1]) ? HADDR_M1 : HADDR_M2;
			S2:     haddr = (HTRANS_M2[1]) ? HADDR_M2 : HADDR_M1;
            default:haddr = 32'b0;
		endcase
	reg [0:0] hwrite;
	always @*
		case (state)
			S0:     hwrite = (HTRANS_M1[1]) ? HWRITE_M1 : 1'b0;
			S1:     hwrite = (HTRANS_M1[1]) ? HWRITE_M1 : HWRITE_M2;
			S2:     hwrite = (HTRANS_M2[1]) ? HWRITE_M2 : HWRITE_M1;
            default:hwrite = 1'b0;
		endcase
	reg [2:0] hsize;
	always @*
		case (state)
			S0:     hsize = (HTRANS_M1[1]) ? HSIZE_M1 : 3'b0;
			S1:     hsize = (HTRANS_M1[1]) ? HSIZE_M1 : HSIZE_M2;
			S2:     hsize = (HTRANS_M2[1]) ? HSIZE_M2 : HSIZE_M1;
            default:hsize = 3'b0;
		endcase
	reg [SZ-1:0] hwdata;
	always @*
		case (state)
			S0:     hwdata = 'b0;
			S1:     hwdata = HWDATA_M1;
			S2:     hwdata = HWDATA_M2;
            default:hwdata = 'b0;
		endcase
	assign HTRANS   = htrans;
	assign HADDR    = haddr;
	assign HWDATA   = hwdata;
	assign HSIZE    = hsize;
	assign HWRITE   = hwrite;
endmodule
==> results.yml <==
# synthesis and place-and-route metrics
worst_hold_path:
  hold_path_depth: 1
  hold_path_class: "flip-flop to flip-flop"
  hold_path_end: "state[2]$_DFF_PN0_"
  hold_start: "state[2]$_DFF_PN0_"
die:
  fp_util_pct: 6.24
  dieArea_um2: 43700
  io_pins: 503
  fp.dieH_um: 209
  coreArea_um2: 35400
  core.rowCount: 69
  die_w_um: 209
detailed_routing:
  viasPerCell: 2.98
  wl_per_cell_um: 15.7
  drt-pass1-iter-count: 4
  wirelength_um: 14200
  vias: 2699
  diodes: 0
  drc: 0
  antenna_left: 0
  drt_iter0_drc: 130
yosys:
  synth.distinct_cells: 25
  synth_flops: 3
  compound_area_share_pct: 43.3
  ys.warnings.count: 1
  yosysCellCount: 277
  logic_family: "buffers and inverters"
  ys_area_um2: 2210
  seq_area_frac_synth_pct: 3.45
  adder_share_pct: 0
  syn_avg_cell_area_um2: 7.98
  synth-simple-area-share_pct: 2.15
  ys_sh_xor_pct: 0
  syn_area_um2: 2210
  synthCells: 277
  ys_sh_mux_pct: 0
power_and_ir_drop:
  p_leak_nw: 1.64
  ir_drop_mv: 0.161
  p_seq_share_pct: 7.5
  intPower_mw: 0.196
  power_density_nw_per_um2: 48.5
  switching_share_pct: 17.0
  comb_power_share_pct: 52.4
  power_switching_mw: 0.0403
  clockPowerShare_pct: 40.1
clock_tree:
  cts-hold-fix-buffers: 0
  root_buffer: "clkbuf_16"
  post-cts-setup-buffers: 0
  ctsResizeCount: 0
  clock_latency_ns: 0.23
  cts-htree-levels: 1
  numCtsBuffers: 3
  path_clk_slew_ns: 0.03
  cts_tree: "done"
  numClockSinks: 3
  cts_buffer_depth: 2
finish:
  synthToLayoutAreaGrowth_pct: 121
  finalInstanceArea_um2: 4880
  reg_top3: "state (3)"
  lay_top_cells: "clkdlybuf4s50_1, a22o_1, buf_4"
  drive_gt1_share_pct: 2.70
  instances_no_fill: 905
  largest_register_ffs: 3
  max_flop_register: "state"
  layout_top_cell: "clkdlybuf4s50_1"
placed_design:
  postPlaceCellArea_um2: 4800
  place_inst: 901
  place_hpwl_um: 12500
  portBuffers: 310
  routabilityCongestion: 0.761
final_timing:
  hold_violations: 0
  slew_headroom_pct: 48.7
  slew_viol_final: 0
  worstMarginPinSlew_ns: 0.770
  period_used_pct: 69.4
  hold_ws_ns: 0.641
  fin_setup_tns_ns: 0
  finalCriticalPeriod_ns: 4.79
  finClkSkew_ns: 0.000563
  clock.fmax_mhz: 209
  rsz0062_at_grt: "no"
  setup_violations: 0
grt:
  grt.total_usage_pct: 5.87
  grt.overflow.total: 0
  antenna_found_initial: 0
  grt_pass1_vias: 2924
  grt_max_degree: 70
  grt_first_pass_wirelength_um: 20000
job:
  max-cap-violations: 0
  log.warning_count: 25
setup_path:
  startpoint_type: "primary input"
  ff2ff_path_depth: 3
  cp.arrival_ns: 3.41
  worstSetupEndpointType: "primary output"
  worst-setup-path-type: "primary input to primary output"
  reg2reg_from: "state[0]$_DFF_PN1_"
  crit_path_max_fanout: 37
  worst_ep_required_time_ns: 5.52
  rrSetupSlack_ns: 5.35
  r2r-end: "state[1]$_DFF_PN0_"
status:
  status: "completed"
==> area by class of cell <==
cell class / count / area, um2
Multi-Input combinational cell: 120 / 1000
Clock buffer: 4 / 78.8
Fill cell: 4041 / 30500
Timing Repair Buffer: 314 / 3130
Sequential cell: 3 / 77.6
Inverter: 3 / 11.3
Tap cell: 461 / 577
==> cell families (layout without fill, tap and decap cells) <==
| family | count (synthesis) | count (layout) |
|---|---|---|
| flops | 3 | 3 |
| buf+inv | 154 | 321 |
| compound gates | 111 | 111 |
| simple gates | 9 | 9 |
==> worst max-delay path, cell delays in order <==
cell	delay, ns
clkdlybuf4s50_1	0.63
inv_2	0.09
o21ai_4	0.14
buf_4	0.38
a22o_1	0.27
clkdlybuf4s50_1	0.49
==> per-stage QoR <==
| step | utilization (%) | power [mW] | worst slack (ns) |
|---|---|---|---|
| floorplan | - | 0.0633 | 3.53 |
| global route | 13.8 | 0.245 | 2.01 |
| detailed placement | 13.6 | 0.141 | 2.12 |
| finish | 13.8 | 0.237 | 2.11 |
| CTS | 13.8 | 0.238 | 2.11 |
| global placement | 13.6 | 0.141 | 2.14 |
==> metal layers <==
metal | vias to the layer above | global-route usage (%) | part of all wire (%)
met5 | - | 0.573 | 0
met4 | 0 | 1.29 | 2.3
met3 | 46 | 4.36 | 17
met2 | 252 | 8.94 | 44
met1 | 1173 | 6.37 | 36
li1 | 1228 | - | -
==> worst max path at each step <==
stage,from,to,cells after the start
final,HTRANS_M1[1],HADDR[10],6
after CTS,HTRANS_M1[1],HADDR[10],6
after global routing,HTRANS_M1[1],HADDR[10],6
==> Yosys cell counts <==
| cell type | count | area [um2] |
|---|---|---|
| dfstp_2 | 1 | 26.3 |
| clkbuf_2 | 1 | 5.00 |
| o2bb2ai_1 | 1 | 8.76 |
| a21oi_1 | 2 | 10.0 |
| buf_8 | 3 | 45.0 |
| o21ai_0 | 3 | 15.0 |
| buf_6 | 4 | 45.0 |
| inv_2 | 1 | 3.75 |
| a22o_1 | 101 | 885 |
| clkbuf_1 | 9 | 33.8 |
| dfrtp_1 | 2 | 50.1 |
| a21o_1 | 1 | 7.51 |
| nand2b_1 | 2 | 12.5 |
| nor2b_1 | 1 | 6.26 |
| a22oi_1 | 1 | 7.51 |
| o22ai_1 | 1 | 6.26 |
| o21ai_4 | 1 | 16.3 |
| nor2_1 | 1 | 3.75 |
| buf_1 | 1 | 3.75 |
| nor3b_1 | 1 | 7.51 |
| nand2_1 | 3 | 11.3 |
| or2_2 | 1 | 6.26 |
| buf_4 | 128 | 961 |
| buf_2 | 5 | 25.0 |
| inv_1 | 2 | 7.51 |
==> power by group through the flow <==
stage,logic [mW],clock network [mW],registers [mW]
global route,0.130,0.0975,0.0177
CTS,0.124,0.0955,0.0177
finish,0.124,0.0949,0.0177
Power is estimated from default activity; no workload was simulated.
