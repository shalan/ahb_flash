<file path="/design/flow/run.sh">
#!/bin/bash
# OpenROAD 26Q1-2900-gdf79404cd8, Yosys 0.63+post, stock flow scripts
make -C /OpenROAD-flow-scripts/flow DESIGN_CONFIG=/design/flow/config.mk WORK_HOME=/design/flow/orfs finish
</file>
<file path="/design/flow/config.mk">
export PLATFORM = sky130hd
export DESIGN_NAME = QSPI_XIP_CTRL
export DESIGN_NICKNAME = QSPI_XIP_CTRL
export VERILOG_FILES = /design/flow/design.v
export SDC_FILE = /design/flow/constraint.sdc
export NUM_CORES = 4
export LEC_CHECK = 1
export CORE_UTILIZATION = 40
export SYNTH_MEMORY_MAX_BITS = 65536
</file>
<file path="/design/flow/constraint.sdc">
current_design QSPI_XIP_CTRL

set clk_period 105.7
set clk_io_pct 0.2

create_clock -name clk0 -period $clk_period [get_ports {HCLK}]

set non_clock_inputs [all_inputs -no_clocks]
set_input_delay [expr $clk_period * $clk_io_pct] -clock clk0 $non_clock_inputs
set_output_delay [expr $clk_period * $clk_io_pct] -clock clk0 [all_outputs]
</file>
<file path="/design/flow/design.v">
`timescale 1ns/1ps
`default_nettype none
module QSPI_XIP_CTRL(
    input    wire           HCLK,
    input       wire        HRESETn,
    input       wire        HSEL,
    input wire [31:0]   HADDR,
    input wire [1:0]    HTRANS,
    input wire          HWRITE,
    input wire          HREADY,
    output reg          HREADYOUT,
    output wire [31:0]  HRDATA,
    output    wire          sck,
    output      wire        ce_n,
    input   wire[3:0]   din,
    output  wire    [3:0]   dout,
    output  wire        douten     
);
    wire [31:0]     c_datao;
    wire [127:0]    c_line;
    wire            c_hit;
    reg [1:0]       c_wr;
    wire [23:0]     c_A;
    wire            fr_rd;
    wire            fr_done;
    localparam [1:0] st_idle    = 2'b00;
    localparam [1:0] st_wait    = 2'b01;
    localparam [1:0] st_rw      = 2'b10;
    reg [1:0]   state, nstate;
    reg             last_HSEL;
    reg [31:0]      last_HADDR;
    reg             last_HWRITE;
    reg [1:0]       last_HTRANS;
    always@ (posedge HCLK) begin
        if(HREADY) begin
            last_HSEL       <= HSEL;
            last_HADDR      <= HADDR;
            last_HWRITE     <= HWRITE;
            last_HTRANS     <= HTRANS;
        end
    end
    always @ (posedge HCLK or negedge HRESETn)
        if(HRESETn == 0) state <= st_idle;
        else 
            state <= nstate;
    always @* begin
        nstate = st_idle;
        case(state)
            st_idle :   if(HTRANS[1] & HSEL & HREADY & c_hit) nstate = st_rw;
                        else if(HTRANS[1] & HSEL & HREADY & ~c_hit) nstate = st_wait;
            st_wait :   if(c_wr[1]) nstate = st_rw; 
                        else  nstate = st_wait;
            st_rw   :    
                        if(HTRANS[1] & HSEL & HREADY & c_hit) nstate = st_rw;
                        else if(HTRANS[1] & HSEL & HREADY & ~c_hit) nstate = st_wait;
        endcase
    end
    always @(posedge HCLK or negedge HRESETn)
        if(!HRESETn) HREADYOUT <= 1'b1;
        else
            case (state)
                st_idle :   if(HTRANS[1] & HSEL & HREADY & c_hit) HREADYOUT <= 1'b1;
                            else if(HTRANS[1] & HSEL & HREADY & ~c_hit) HREADYOUT <= 1'b0;
                            else HREADYOUT <= 1'b1;
                st_wait :   if(c_wr[1]) HREADYOUT <= 1'b1;
                            else HREADYOUT <= 1'b0;
                st_rw   :   if(HTRANS[1] & HSEL & HREADY & c_hit) HREADYOUT <= 1'b1;
                            else if(HTRANS[1] & HSEL & HREADY & ~c_hit) HREADYOUT <= 1'b0;
            endcase
    assign fr_rd        =   ( HTRANS[1] & HSEL & HREADY & ~c_hit & (state==st_idle) ) |
                            ( HTRANS[1] & HSEL & HREADY & ~c_hit & (state==st_rw) );
    assign c_A          =  
                            last_HADDR[23:0];
    DMC_32x16
                CACHE ( 
                	 .clk(HCLK), .rst_n(HRESETn), 
                        .A(last_HADDR[23:0]), .A_h(HADDR[23:0]), .Do(c_datao), .hit(c_hit), 
                        .line(c_line), .wr(c_wr[1]) );
    FLASH_READER FR (   .clk(HCLK), .rst_n(HRESETn), 
                        .addr({HADDR[23:4], 4'd0}), .rd(fr_rd), .done(fr_done), .line(c_line),
                        .sck(sck), .ce_n(ce_n), .din(din), .dout(dout), .douten(douten) );
    assign HRDATA   = c_datao;
    always @ (posedge HCLK) begin
        c_wr[0] <= fr_done;
        c_wr[1] <= c_wr[0];
    end
endmodule
module FLASH_READER #(parameter LINE_SIZE=128)(
    input   wire                    clk,
    input   wire                    rst_n,
    input   wire [23:0]             addr,
    input   wire                    rd,
    output  wire                    done,
    output  wire [LINE_SIZE-1: 0]   line,      
    output  reg                     sck,
    output  reg                     ce_n,
    input   wire[3:0]               din,
    output   wire   [3:0]               dout,
    output  wire                    douten
);
    localparam LINE_BYTES = LINE_SIZE/8;
    localparam LINE_CYCLES = LINE_BYTES * 8;
    parameter IDLE=1'b0, READ=1'b1;
    reg         state, nstate;
    reg [7:0]   counter;
    reg [23:0]  saddr;
    reg [7:0]   data [LINE_BYTES-1 : 0]; 
    reg         first;
    wire[7:0]   EBH     = 8'heb;
    wire [7:0] data_0 = data[0];
    wire [7:0] data_1 = data[1];
    wire [7:0] data_15 = data[15];
    always @*
        case (state)
            IDLE: if(rd) nstate = READ; else nstate = IDLE;
            READ: if(done) nstate = IDLE; else nstate = READ;
        endcase 
    always @ (posedge clk or negedge rst_n)
        if(!rst_n) first = 1'b1;
        else if(first & done) first <= 0;
    always @ (posedge clk or negedge rst_n)
        if(!rst_n) state = IDLE;
        else state <= nstate;
    always @ (posedge clk or negedge rst_n)
        if(!rst_n) sck <= 1'b0;
        else if(~ce_n) sck <= ~ sck;
        else if(state == IDLE) sck <= 1'b0;
    always @ (posedge clk or negedge rst_n)
        if(!rst_n) ce_n <= 1'b1;
        else if(state == READ) ce_n <= 1'b0;
        else ce_n <= 1'b1;
    always @ (posedge clk or negedge rst_n)
        if(!rst_n) counter <= 8'b0;
        else if(sck & ~done) counter <= counter + 1'b1;
        else if(state == IDLE) 
            if(first) counter <= 8'b0;
            else counter <= 8'd8;
    always @ (posedge clk or negedge rst_n)
        if(!rst_n) saddr <= 24'b0;
        else if((state == IDLE) && rd) saddr <= addr;
    always @ (posedge clk)
        if(counter >= 20 && counter <= 19+LINE_BYTES*2)
            if(sck) data[counter/2 - 10] <= {data[counter/2 - 10][3:0], din};  
    assign dout     =   (counter < 8)   ? EBH[7 - counter] :
                        (counter == 8)  ? saddr[23:20] : 
                        (counter == 9)  ? saddr[19:16] :
                        (counter == 10)  ? saddr[15:12] :
                        (counter == 11)  ? saddr[11:8] :
                        (counter == 12)  ? saddr[7:4] :
                        (counter == 13)  ? saddr[3:0] :
                        (counter == 14)  ? 4'hA :
                        (counter == 15)  ? 4'h5 : 4'h0;    
    assign douten   = (counter < 20);
    assign done     = (counter == 19+LINE_BYTES*2);
    generate
        genvar i; 
        for(i=0; i<LINE_BYTES; i=i+1)
            assign line[i*8+7: i*8] = data[i];
    endgenerate
endmodule
module DMC_32x16 (
    input wire          clk,
    input wire          rst_n,
    input wire  [23:0]  A,
    input wire  [23:0]  A_h,
    output wire [31:0]  Do,
    output wire         hit,
    input wire [127:0]  line,
    input wire          wr
);
    reg [127:0] LINES   [31:0];
    reg [14:0]  TAGS    [31:0];
    reg         VALID   [31:0];
    wire [3:0]  offset  = A[3:0];
    wire [4:0]  index   = A[8:4];
    wire [14:0] tag     = A[23:9];
    wire [4:0]  index_h   = A_h[8:4];
    wire [14:0] tag_h     = A_h[23:9];
    assign  hit =   VALID[index_h] & (TAGS[index_h] == tag_h);
    assign  Do  =   (offset[3:2] == 2'd0) ?  LINES[index][31:0] :
                    (offset[3:2] == 2'd1) ?  LINES[index][63:32] :
                    (offset[3:2] == 2'd2) ?  LINES[index][95:64] :
                    LINES[index][127:96];
    integer i;
    always @ (posedge clk or negedge rst_n)
        if(!rst_n) 
            for(i=0; i<32; i=i+1)
                VALID[i] <= 1'b0;
        else  if(wr)  VALID[index]    <= 1'b1;
    always @(posedge clk)
        if(wr) begin
            LINES[index]    <= line;
            TAGS[index]     <= tag;
        end
endmodule
</file>
==> run summary <==
Numbers from the implementation run.

The initial cell density of the core is 40.2%. The vias after detailed routing is 82,600. The post-synthesis instance area is 0.183 mm2.

The area of the core is between 0.4 and 0.5 mm2. The global route stage reports its total congestion overflow as 0. The leading register cell type out of synthesis is edfxtp_1. In this run, post-CTS repair resized a total of 0 instances.

For the worst flop-to-flop path, the logic depth is 7. The placement row count is about 250. The relative contribution of the clock network to total power is around two fifths.

The shortest clock period the worst path allows after layout is 29,270 ps. By instance count after routing, the leading logic cell types are edfxtp_1 (4,726), mux4_2 (1,450), clkbuf_16 (495). The final wirelength is 457 mm. The first-pass GRT wire length is 657 mm. The detailed-route wire length per cell is 31.9 um. The horizontal extent of the die is around 680 um.

The biggest area consumer among synthesized cells is edfxtp_1. The synthesized instance count is 7,359. The number of warnings reported in the stage logs is 45. The worst path arrival time is approximately 8100 ps.

The total power divided by cell area is 18.9 mW/mm2. The script extracted a total leakage power of ~0.064 uW. The ratio of cells with drive above 1 in the final layout is between 30 and 40%. Setup repair after global routing left no endpoint under its margin.

The worst hold path passes through 0 cells. The number of global-route vias before repair is between 90,000 and 100k. Global routing used 18.6% of the available met3 tracks. The growth of design area from synthesis to finish is 13.8%. The combinational group share of total power is under 10%. The vertical die dimension reported for this design is 679 um. The flow ran to the end, and the final reports show no timing, DRC or antenna violations. The highest-utilization routing layer at the global route stage is met2. The pin closest to its max-slew limit shows a slew of 1090 ps.

The total routing usage reported by global routing is 22.2%. The final report lists the setup-violating endpoint count as 0. Before antenna repair, the detailed router went through 5 iterations. In this run, CTS created clock tree buffers numbering between 400 and 500.

Setup slack on the worst path after placement came out at 77,160 ps. Along the worst path, the maximum fanout reaches 35. The synthesized design contains 4,726 enable-type register cells. The share of the synthesized area in the top cell type is roughly 77%. By area the synthesized netlist is led by edfxtp_1 (77%), mux4_2 (18%), dfrtp_1 (0.87%). The number of standard cells reported by yosys is 7,359. The maximum number of pins on one net before global-route repair is 95. The number of unique standard cell types used by synthesis is 77. The switching power total is 816 uW.

The number of buffers inserted by post-CTS setup repair is 0. The worst VDD IR drop from the latest analysis is 0.0000150 V. The number of DRC violations after detailed routing is 0.

The synthesis warning total is 4. In the final run the clock tree shows a worst skew of 42.8 ps. In this build the clock could be raised as far as ~0.034 GHz. According to the dpl log, the detail-placed design has an HPWL of 244 mm. TritonCTS reports the number of clock sinks as about 4,800. The post-route setup TNS is 0 ps. The met1 track utilization from global routing is 24.3%. Of the total power, registers draw 52.6%. The critical path in the final layout is reported with a setup slack of 76,430 ps.

The completed layout was analyzed and its total power is 3940 uW. The number of slew-limit violations in the final report is 0. In the final layout, the fill cell count is 36,400.

TritonCTS built the clock tree. The starting DRC count in detailed routing is between 5,000 and 6,000. The max-capacitance violation count is 0. The path class of the tightest hold or removal check is reg -> reg.

STA classifies the critical path endpoint as a primary output. After synthesis, flip-flops and latches occupy 78.5% of the total area. The library cell used as clock root buffer is clkbuf_16.

The share of the clock period used by the worst path after layout is 27.7%. The total die size is 0.461 mm2. The kind of start point of the critical path is a flop.

The post-synthesis async set-or-reset flop share is 1.42%. 83 I/O pins were placed. The via density per instance is 5.76. Looking at the clock tree report, the H-tree level count equals 5. The number of hold buffers added after CTS was 0. Each instance of the synthesized netlist takes up on average ~25 um2.

The count of nets left with antenna violations once routing finished came out at 0. The clock slew seen by the registers of the worst setup and hold paths is 60 ps. The post-synthesis chip area from yosys is 0.183 mm2.

The maximum count of clock buffers along a single path is 4. The required time at the worst endpoint is listed as 84,560 ps. The weighted congestion at the end of routability-driven global placement is 0.847.

The global routing met2 resource utilization is 33.3%. The headroom to the max-slew limit is 25.1%. The post-route utilization of the core is recorded as 45.7%. The path type of the worst setup path is reg -> out.

The port buffer count is 70. Hold-check failures listed in the final report amount to 0. The most common library cell in the layout ignoring fill and taps is edfxtp_1. The net switching fraction of the power is 20.7%.

As reported, the later end of the worst-skew pair has a clock insertion delay of 1000 ps. The internal cell power is 3130 uW. Per the synth log, the flip-flop and latch total comes to 4,801. The initial antenna violation count is 9.
## synthesized netlist by cell type, types with 8 or more instances
master and instances:
a21oi_1 54, a22oi_1 10, and3_1 19, buf_1 57
buf_2 65, buf_4 8, buf_6 11, clkbuf_1 248
dfrtp_1 64, edfxtp_1 4726, ha_1 10, inv_1 52
mux2_2 49, mux2i_1 52, mux4_1 13, mux4_2 1450
nand2_1 52, nand3_1 31, nand3b_1 9, nand4_1 29
nor2_1 60, nor2b_1 11, nor3_1 41, o211ai_2 20
o21ai_0 19, o22ai_1 25, or2_2 33, or3_1 8
## worst max-delay path, cell delays in order (launching register included)
cell and delay (ps):
dfxtp_4 690, buf_4 570, buf_4 620, buf_4 530, buf_4 690, buf_4 600
buf_4 630, mux4_2 610, mux4_2 500, mux4_2 490, mux2_2 370, clkdlybuf4s50_1 650
## logic make-up after synthesis
logic type | Yosys count | share of synthesized area (%)
buffers and inverters | 446 | 1.05
multiplexers | 1565 | 18.6
AND/OR/NAND/NOR | 328 | 0.958
XOR/XNOR | 12 | 0.0615
AND-OR/OR-AND | 197 | 0.785
flip-flops | 4801 | 78.5
adder cells (fa/ha/maj) | 10 | 0.0683
## flip-flops by register name, summed over array words and instances, names as in the netlist, 2 cells and up, named ones only
| signal | flops |
|---|---|
| FR.counter | 8 |
| FR.saddr | 20 |
| last_HADDR | 22 |
| state | 3 |
| CACHE.LINES | 4096 |
| CACHE.TAGS | 480 |
| c_wr | 2 |
| FR.data | 128 |
| CACHE.VALID | 32 |
## worst paths after layout
| path | start | to | slack [ps] |
|---|---|---|---|
| max | flop | HRDATA[14] | 76430 |
| min | c_wr[0] | c_wr[1] | 320 |
| max reg2reg | c_wr[1] | CACHE.LINES[12][15] | 100970 |
| min reg2reg | c_wr[0] | c_wr[1] | 320 |
| max in group asynchronous | HRESETn | FR.counter[1] | 84630 |
| min in group asynchronous | HRESETn | CACHE.VALID[14] | 20000 |
## metrics by stage
step / hold slack, ps / instance area, um2 / cells
6_report: 323 / 208000 / 14300
5_1_grt: 338 / 208000 / 14300
4_1_cts: 323 / 208000 / 14300
3_5_place_dp: 313 / 193000 / 13400
3_3_place_gp: 313 / 193000 / 13400
2_1_floorplan: 310 / 183000 / 7359
## per-layer routing
layer | wire length (um) | vias to the layer above | share of wire, %
li1 | - | 33300 | -
met1 | 133000 | 42000 | 29
met2 | 223000 | 6507 | 49
met3 | 87600 | 791 | 19
met4 | 12800 | 20 | 2.8
met5 | 822 | - | 0.18
## layout make-up
cell class	instances	area [um2]	area share, %
Multi-Input combinational cell	2112	37800	18.1
Timing Repair Buffer	470	3900	1.87
Clock inverter	298	2480	1.19
Inverter	54	203	0.0972
Sequential cell	4801	144000	69.0
Clock buffer	591	12800	6.12
Tap cell	6000	7510	3.60
Antenna cell	10	25.0	0.0120
## power by group through the flow
stage | registers [uW] | clock network [uW] | logic (uW)
after global routing | 2070 | 1740 | 242
after CTS | 2070 | 1670 | 233
final | 2070 | 1640 | 227
No activity file was given, so power comes from the tool's default toggle rates.
